==> config.mk <==
export PLATFORM = sky130hd
export DESIGN_NAME = ddr_crg
export DESIGN_NICKNAME = ddr_crg
export VERILOG_FILES = /design/flow/design.v
export SDC_FILE = /design/flow/constraint.sdc
export NUM_CORES = 4
export LEC_CHECK = 1
export CORE_AREA = 10 10 70 70
export DIE_AREA = 0 0 80 80
==> constraint.sdc <==
current_design ddr_crg

set clk_period 1.0
set clk_io_pct 0.2

create_clock -name clk0 -period $clk_period [get_ports {aclk_0}]
create_clock -name clk1 -period $clk_period [get_ports {core_ddrc_core_clk}]
create_clock -name clk2 -period $clk_period [get_ports {pclk}]

set non_clock_inputs [all_inputs -no_clocks]
set_input_delay [expr $clk_period * $clk_io_pct] -clock clk0 $non_clock_inputs
set_output_delay [expr $clk_period * $clk_io_pct] -clock clk0 [all_outputs]
==> design.v <==
module RST_SYNC
#(
        parameter   SYN_NUM = 3
)
(
    input       wire            i_clk       ,
    input       wire            i_rstn      ,
    input       wire            i_dft_mode  ,
    input       wire            i_dft_rstn  ,
    input       wire            i_scan_mode ,
    output      wire            o_rstn      
);
wire    dft_rstn    ;
assign  dft_rstn    = i_dft_mode ? i_dft_rstn : i_rstn;
reg     [SYN_NUM -1:0]      pip_rst;
always @(posedge i_clk or negedge dft_rstn)begin
    if(dft_rstn == 1'b0)begin
        pip_rst <= {SYN_NUM{1'b0}};
    end
    else begin
        pip_rst <= {pip_rst[SYN_NUM -2:0], 1'b1};
    end
end
assign o_rstn = i_scan_mode ? i_dft_rstn : pip_rst[SYN_NUM -1];
endmodule
module ddr_crg (
    input   wire            dft_mode            ,
    input   wire            dft_lgc_rstn        ,
    input   wire            scan_mode           ,
    input   wire            dft_glb_gt_se       ,
    input   wire            core_ddrc_core_clk ,
    input   wire            core_ddrc_rstn     ,
    input   wire            aclk_0             ,
    input   wire            aresetn_0          ,
    input   wire            pclk               ,
    input   wire            presetn            ,
    input   wire            init_rstn_mc       ,
    output  wire            o_core_ddrc_rstn   ,      
    output  wire            o_aresetn_0        ,      
    output  wire            axi_bus_rst_n      ,      
    output  wire            o_presetn                
);
    wire                    core_ddrc_rstn_tep  ;
    wire                    aresetn_0_tep       ;
assign core_ddrc_rstn_tep = core_ddrc_rstn && init_rstn_mc;
RST_SYNC core_ddrc_rstn_sync (
    .i_clk          (core_ddrc_core_clk        ),
    .i_rstn         (core_ddrc_rstn_tep        ),
    .i_dft_mode     (dft_mode                  ),
    .i_dft_rstn     (dft_lgc_rstn              ),
    .i_scan_mode    (scan_mode                 ),
    .o_rstn         (o_core_ddrc_rstn          )
);
assign aresetn_0_tep = aresetn_0 && init_rstn_mc;
RST_SYNC aresetn_0_sync (
    .i_clk          (aclk_0                    ),
    .i_rstn         (aresetn_0_tep             ),
    .i_dft_mode     (dft_mode                  ),
    .i_dft_rstn     (dft_lgc_rstn              ),
    .i_scan_mode    (scan_mode                 ),
    .o_rstn         (o_aresetn_0               )
);
RST_SYNC axi_bus_rst_sync (
    .i_clk          (aclk_0                    ),
    .i_rstn         (aresetn_0                 ),
    .i_dft_mode     (dft_mode                  ),
    .i_dft_rstn     (dft_lgc_rstn              ),
    .i_scan_mode    (scan_mode                 ),
    .o_rstn         (axi_bus_rst_n             )
);
RST_SYNC presetn_sync (
    .i_clk          (pclk                      ),
    .i_rstn         (presetn                   ),
    .i_dft_mode     (dft_mode                  ),
    .i_dft_rstn     (dft_lgc_rstn              ),
    .i_scan_mode    (scan_mode                 ),
    .o_rstn         (o_presetn                 )
);
endmodule
==> run.sh <==
#!/bin/bash
# OpenROAD 26Q1-2900-gdf79404cd8, Yosys 0.63+post, stock flow scripts
make -C /OpenROAD-flow-scripts/flow DESIGN_CONFIG=/design/flow/config.mk WORK_HOME=/design/flow/orfs finish
==> changes_impl.md <==
### Metrics

- Outcome: finished clean
- Final cell count without fillers: ~100
- Cell area after synthesis: 388 sq um
- Worst Hold Class: in -> async
- Postcts setup bufs: 0
- Vias: roughly 300
- Chip area line of the yosys report: 388 sq um
- WL per Instance: 7.82 um
- CP required: approximately 0.80 ns
- Post-DP HPWL: between 600 and 700 um
- Most frequent cells in the layout: 12 x dfrtp_1, 9 x clkbuf_4, 6 x inv_1, 5 x clkdlybuf4s50_1
- Drt pass-1 iters: 2
- Layout cells sized above 1: 28.1%
- Cell count listed in synth_stat.txt: 30
- GPL Wtd Cong: 0.789
- WL final: 805 um
- Maxcap violations: 0
- Synthesized area per cell: 12.9 sq um
- DR DRC count: 0
- Cell Type Count: 7
- Starting density of the core: 11.4%
- Yosys warning count: 1
- Pwr dens: about 1900 mW/mm^2
- Largest vdd supply drop: 0.314 mV
- Critical Setup Path Class: reg -> out
- Crit path launch: presetn_sync.pip_rst[2]
- 1st-iter DRT viols: 6
- Largest net degree at the start of global routing: 6
- R2R Setup Slk: 0.53 ns
- CP Capture Type: output pin
- Worst r2r path cells: 0
- Chip area: 0.00640 sq mm
- First-pass GRT wire length: 1330 um
- Endpoints failing setup: 0
- Slack of the critical path: 0.00424 ns
- RSZ-0062 raised after global routing: true
- I/O pin count: 15
- Worst Clk Skew: a little over 0.002 ns
- Hold buffers post-CTS: 0
- FF-to-FF Start: axi_bus_rst_sync.pip_rst[0]
- Post-Route Utilization: 18.6%
- Crit start category: flop
- Vias in the first global route: 337
- Clock sink count: 12
- Total gr overflow: 0
- DP Worst Slack: -0.608 ns
- Inserted Diodes: 0
- Hold slack: 0.175 ns
- Die W: 80 um
- Slew Limit Fails: 0
- FP Rows: 21
- CP arrival: 0.80 ns
- Port buffer count: 11
- Pleak: 0.311 nW
- Placed insts: 92
- Clock tree from TritonCTS: yes
- Seq share, synth: 77.4%
- GR Util All Layers: 2.76%
- Area Growth Syn to Fin: 64.2%
- Vias per cell: 2.89
- Core area: 0.00342 sq mm
- Clock transition at the registers of the reported paths: 0.04 ns
- Post-DRT Antenna Nets: 0
- Commonest non-fill, non-tap cell in the layout: dfrtp_1
- Total tool warning count: 29
- Ys flops: 12
- RR Endpoint: axi_bus_rst_sync.pip_rst[1]
- Final Hold Viols: 0
- Initial antenna violation count: 0
- CP Max Fanout: 1
- Post-Synthesis Cells: 30
- Die H: 80 um
[critical path, stage by stage (launching register included)]
cell	delay (ns)
dfrtp_1	0.35
inv_1	0.05
o21ai_1	0.05
buf_2	0.11
[how the worst max path moves through the flow]
stage | to | slack [ns] | cells past startpoint
finish | o_presetn | 0.004 | 3
global route | o_presetn | -0.08 | 3
CTS | o_presetn | -0.02 | 3
[through the flow]
| step | area, sq um | setup TNS [ns] | power (mW) |
|---|---|---|---|
| finish | 637 | 0 | 1.22 |
| global route | 637 | -0.210 | 1.33 |
| CTS | 637 | -0.0347 | 1.27 |
| detailed placement | 582 | -2.42 | 0.623 |
| global placement | 582 | -2.27 | 0.620 |
| floorplan | 399 | 0 | 0.551 |
[layout make-up]
type | count | area, sq um
Tap cell | 46 | 57.6
Clock buffer | 11 | 75.1
Timing Repair Buffer | 13 | 103
Sequential cell | 12 | 300
Inverter | 6 | 22.5
Fill cell | 385 | 2780
Multi-Input combinational cell | 15 | 78.8
[per-layer routing]
layer | track usage (%) | vias up | routed length, um | share of wire [%]
li1 | - | 144 | - | -
met1 | 2.46 | 130 | 304 | 38
met2 | 3.37 | 15 | 315 | 39
met3 | 3.18 | 9 | 132 | 16
met4 | 2.11 | 0 | 53 | 6.6
met5 | 0 | - | 0 | 0
[Yosys cell counts]
master / count / share of area [%]
conb_1: 1 / 0.97
dfrtp_1: 12 / 77
inv_1: 6 / 5.8
a22o_1: 2 / 4.5
o21ai_0: 6 / 7.7
nor2b_1: 1 / 1.6
nand2_1: 2 / 1.9
[flip-flops by register name, summed over array words and instances, names as in the netlist]
| name | cells |
|---|---|
| presetn_sync.pip_rst | 3 |
| aresetn_0_sync.pip_rst | 3 |
| core_ddrc_rstn_sync.pip_rst | 3 |
| axi_bus_rst_sync.pip_rst | 3 |
[where the power goes]
part | internal, mW | switching (mW) | leakage, nW
Sequential | 0.512 | 0.00578 | 0.143
Combinational | 0.0469 | 0.0373 | 0.124
Clock | 0.433 | 0.189 | 0.0438
[repair_timing]
item,CTS,global route
resized,19,0
pin swaps,0,1
setup endpoints to repair,4,4
[kinds of logic (layout without fill, tap and decap cells)]
logic type / Yosys count / count (layout) / synth area share, %
AND-OR/OR-AND: 8 / 8 / 12.3
AND/OR/NAND/NOR: 3 / 3 / 3.55
other: 1 / 4 / 0.967
flip-flops: 12 / 12 / 77.4
buffers and inverters: 6 / 30 / 5.81
Power is estimated from default activity; no workload was simulated.
